==> design.v <==
module syncdelay (output switch, input pmt, input sysclk, input [0:0] btn);
reg [1:0] ja;
assign switch = ja[1];
reg [11:0] count = 0;
reg pmt_detected, high = 1, low;
reg [11:0] cpi = 0;
parameter PRTWIDTH = 2400;  
parameter DELAY = 1;
always @(posedge sysclk) begin
    if(pmt == 1'b1) begin
        pmt_detected <= 1;
    end
    if(count > PRTWIDTH - DELAY) begin
        pmt_detected <= 0;
        count <= 0;
        cpi <= cpi + 1;
    end
    if (btn[0]) begin;
         pmt_detected <= 0;
          count <= 0;
         cpi <= 0;
    end 
    if(pmt_detected == 1) begin
         count <= count + 1;
   end
end
    always @(posedge sysclk) begin
        if(count == PRTWIDTH - DELAY && (high == 1)) begin
            ja[1] <= 1'b1;      
            high <= 0;  
            low <= 1;   
               end
      else if (count == PRTWIDTH - DELAY && (low == 1)) begin
           ja[1] <= 1'b0;
           high <= 1;  
           low <= 0; 
         end
         end 
endmodule
==> run.sh <==
#!/bin/bash
# OpenROAD 26Q1-2900-gdf79404cd8, Yosys 0.63+post, stock flow scripts
make -C /OpenROAD-flow-scripts/flow DESIGN_CONFIG=/design/flow/config.mk WORK_HOME=/design/flow/orfs finish
==> config.mk <==
export PLATFORM = sky130hd
export DESIGN_NAME = syncdelay
export DESIGN_NICKNAME = syncdelay
export VERILOG_FILES = /design/flow/design.v
export SDC_FILE = /design/flow/constraint.sdc
export NUM_CORES = 4
export LEC_CHECK = 1
export CORE_AREA = 10 10 93 93
export DIE_AREA = 0 0 103 103
==> constraint.sdc <==
current_design syncdelay

set clk_period 2.4
set clk_io_pct 0.2

create_clock -name clk0 -period $clk_period [get_ports {sysclk}]

set non_clock_inputs [all_inputs -no_clocks]
set_input_delay [expr $clk_period * $clk_io_pct] -clock clk0 $non_clock_inputs
set_output_delay [expr $clk_period * $clk_io_pct] -clock clk0 [all_outputs]
==> impl_metrics.ini <==
; generated from flow reports
[power]
p_leak_nw = 0.306
powerDensity_mw_per_mm2 = 678
peakVddDrop_v = 0.000390
power_w = 0.000651

[synthesis]
syn_area_per_cell_um2 = 11.3
ys.flops = 15
synth_warnings = 1
yosysSeqAreaShare = 0.533
ys_cells = 70
synth_area_um2 = 788
synth.distinct_cells = 27
yosys_area_um2 = 788
syn_inst = 70

[drt]
top_layer_used = met4
drt-total-wl_um = 1370
wl_per_cell_um = 8.78
via_per_inst = 3.45
wl_met2_um = 564
vias = 538
insertedDiodeCount = 0
drtIter0Drc = 21
wl_met1_um = 747
drc_errors = 0
dr.pass1.iters = 4
dr_wl_met3_um = 53
ant_nets = 0

[hold_path]
hp-class = register to register

[placed_design]
io_buffers = 3
gp_congestion = 0.811
dpl.hpwl_um = 942

[floorplanning]
fp.dieH_um = 103
fp_util = 0.117
die_x_um = 103
io_pins = 4
std_cell_rows = 30
dieArea_mm2 = 0.0106
core_mm2 = 0.00676

[sta]
period_used_share = 0.746
fmaxAchievable_mhz = 559
tightest_slew_ns = 0.501
slew_headroom = 0.666
fin_setup_tns_ns = 0
hold_viol_final = 0
hold_ws_ns = 0.493
fin_crit_ns = 1.79
rsz0062_at_grt = no
setup_viol = 0
report.final.slew_viol_count = 0
skew_ns = 0.000785

[critical_path]
crit_slowest_cell = a211o_1
endpoint = count[10]$_SDFFCE_PN0P_
cp_num_buf_inv = 0
path_max_fanout = 12
path_class = register to register
regToRegSetupSlack_ns = 0.61
path_common_cell = a211o_1
reg2reg_from = count[7]$_SDFFCE_PN0P_
slowest_delay_ns = 0.50
startpoint = count[7]$_SDFFCE_PN0P_
cp.arrival_ns = 1.72
r2r_cells = 3
r2r_end = count[10]$_SDFFCE_PN0P_
worstPathRequired_ns = 2.33
endpoint_kind = register
cp.depth = 3
crit_path_start_kind = register
cp_cell_sequence = a21o_1 -> a211o_1 -> a211o_1
cp_top_family = AND-OR/OR-AND gates

[global_route]
grt_pass1_wl_um = 2110
grt_util_all_layers = 0.0243
grt_max_degree = 13
grt_pass1_vias = 460
grt-ovfl-total = 0
antenna_found_initial = 0

[cts]
cts_htree_levels = 1
cts_resized = 0
worstSkewPairLatency_ns = 0.25
postCtsHoldBufs = 0
cts_buffers = 3
clock-sinks = 15
clk_pin_slew_ns = 0.06
clk_path_buf_depth = 2
clockRootBuffer = clkbuf_8
tritoncts = yes
post_cts_buffers = 0

[cells_and_area]
drive_gt1_frac = 0.0921
area_delta_synth_final_pct = 21.9
utilization = 0.142

[run]
maxCapViolations = 0
warnings = 25

[outcome]
outcome = finished clean
[per-layer routing]
layer / vias to the layer above / GRT usage
met4: 0 / 0.00321
met3: 2 / 0.0108
met1: 247 / 0.0366
met5: - / 0
li1: 281 / -
met2: 8 / 0.0317
[stage by stage]
step | instances | setup WS [ns] | area, um2
2_1_floorplan | 70 | 0.754 | 788
3_3_place_gp | 152 | 0.636 | 915
6_report | 156 | 0.610 | 961
4_1_cts | 156 | 0.608 | 961
5_1_grt | 156 | 0.540 | 961
3_5_place_dp | 152 | 0.623 | 915
[report_power, final]
part | switching [W] | leakage [nW] | internal, W
registers | 0.0000482 | 0.155 | 0.000325
clock network | 0.0000861 | 0.0255 | 0.000115
logic | 0.0000433 | 0.126 | 0.0000339
[synth_stat cells]
library cell / number / area [um2]
or4b_1: 1 / 10.0
nand3_1: 4 / 20.0
xor2_1: 1 / 8.76
o31ai_1: 4 / 30.0
nand4_4: 1 / 21.3
dfxtp_1: 3 / 60.1
clkbuf_1: 1 / 3.75
o21ai_0: 3 / 15.0
nor3_2: 1 / 10.0
nor2b_1: 1 / 6.26
a21o_1: 1 / 7.51
or4_1: 4 / 30.0
nand3b_1: 1 / 7.51
nand4_2: 1 / 12.5
mux2_1: 2 / 22.5
xnor2_1: 2 / 17.5
a21oi_1: 7 / 35.0
nand4_1: 1 / 6.26
a211oi_1: 1 / 7.51
or3_1: 3 / 18.8
nand2_1: 2 / 7.51
ha_1: 1 / 12.5
inv_1: 4 / 15.0
nor2_1: 5 / 18.8
edfxtp_1: 12 / 360
and2_1: 1 / 6.26
a211o_1: 2 / 17.5
[layout make-up]
class | instances | area [um2]
inverters | 4 | 15.0
clock inverters | 1 | 5.00
multi-input cells | 50 | 349
flip-flops and latches | 15 | 420
fillers | 759 | 5800
clock buffers | 3 | 41.3
repair buffers | 3 | 30.0
well taps | 80 | 100
[state kept, by name (all words and copies together), names as in the netlist]
name and cells:
pmt_detected 1, ja 1, high 1, count 12
[worst min-delay path by stage]
stage / from / end / slack, ns / depth (start not counted)
CTS: high$_SDFFE_PP0P_ / high$_SDFFE_PP0P_ / 0.49 / 1
global route: high$_SDFFE_PP0P_ / ja[1]$_SDFFE_PP1P_ / 0.52 / 1
finish: high$_SDFFE_PP0P_ / high$_SDFFE_PP0P_ / 0.49 / 1
[cells by family (layout without fill, tap and decap cells)]
kind of cell	count (synthesis)	count (layout)	share of synthesized area
AND/OR/NAND/NOR	26	26	0.222
buffers and inverters	5	11	0.0238
flip-flops	15	15	0.533
XOR/XNOR	3	3	0.0333
multiplexers	2	2	0.0286
AND-OR/OR-AND	18	18	0.143
adder cells (fa/ha/maj)	1	1	0.0159
[cell usage in the layout (no fill, tap or decap), types with 2 or more instances in the layout]
cell and n:
or4_1 4, dfxtp_1 3, o31ai_1 4, clkbuf_8 3, nand3_1 4, nor2_1 5, inv_1 4, o21ai_0 3
or3_1 3, edfxtp_1 12, mux2_1 2, clkdlybuf4s50_1 3, xnor2_1 2, a211o_1 2, nand2_1 2, a21oi_1 7
[worst register-to-register path, stage by stage, from the launching register on]
cell      delay, ns
edfxtp_1       0.48
a21o_1         0.19
a211o_1        0.30
a211o_1        0.50
Power is estimated from default activity; no workload was simulated.
